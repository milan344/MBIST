[flow/design.v]
module bist #(
  parameter int size   = 6,  
  parameter int length = 8   
) (
  input  logic             start,    
  input  logic             rst,      
  input  logic             clk,      
  input  logic             csin,    
  input  logic             rwbarin,  
  input  logic             opr,      
  input  logic [size-1:0]  address,  
  input  logic [length-1:0] datain,  
  output logic [length-1:0] dataout, 
  output logic             fail      
);
  logic [9:0]               q;           
  logic                     cout;        
  logic [length-1:0]        data_t;      
  logic [size-1:0]          address_sel; 
  logic [length-1:0]        din_sel;     
  logic                     NbarT, ld;   
  logic                     rwbar;       
  logic                     cs;          
  logic [length-1:0]        ramout;      
  logic                     eq, gt, lt;  
  controller u_ctrl (
    .clk   (clk),
    .rst   (rst),
    .start (start),
    .cout  (cout),
    .NbarT (NbarT),
    .ld    (ld)
  );
  counter #(.length(10)) u_ctr (
    .d_in  (10'b0),   
    .clk   (clk),
    .ld    (ld),
    .u_d   (1'b1),    
    .cen   (1'b1),    
    .q     (q),
    .cout  (cout)
  );
  decoder u_dec (
    .q      (q[9:7]),
    .data_t (data_t)
  );
  multiplexer #(.WIDTH(size)) u_muxA (
    .normal_in(address),
    .bist_in  (q[size-1:0]),
    .NbarT    (NbarT),
    .out      (address_sel)
  );
  multiplexer #(.WIDTH(length)) u_muxD (
    .normal_in(datain),
    .bist_in  (data_t),
    .NbarT    (NbarT),
    .out      (din_sel)
  );
  sram u_sram (
    .ramaddr(address_sel),
    .ramin  (din_sel),
    .rwbar  (rwbar),
    .clk    (clk),
    .cs     (cs),
    .ramout (ramout)
  );
  comparator u_cmp (
    .data_t(data_t),
    .ramout(ramout),
    .gt    (gt),
    .eq    (eq),
    .lt    (lt)
  );
  assign rwbar = NbarT ? q[6]      : rwbarin;
  assign cs    = NbarT ? 1'b1      : csin;
  assign dataout = ramout;
  always_ff @(posedge clk) begin
    if (rst) begin
      fail <= 1'b0;
    end else begin
      logic read_cycle = (NbarT && rwbarin) || (NbarT && q[6]);
      if (opr && read_cycle && ~eq) begin
        fail <= 1'b1;
      end
    end
  end
endmodule
module comparator (
    input  logic [7:0] data_t,   
    input  logic [7:0] ramout,   
    output logic       gt,       
    output logic       eq,       
    output logic       lt        
);
    assign gt = (data_t > ramout);
    assign eq = (data_t == ramout);
    assign lt = (data_t < ramout);
endmodule
module controller (
    input  logic clk,
    input  logic rst,
    input  logic start,
    input  logic cout,
    output logic NbarT,
    output logic ld
);
  typedef enum logic { 
    S_RESET, 
    S_TEST 
  } state_t;
  state_t state, next_state;
  always_comb begin
    next_state = state;
    NbarT      = 1'b0;
    ld         = 1'b0;
    case (state)
      S_RESET: begin
        ld = 1'b1;                  
        if (start)
          next_state = S_TEST;
      end
      S_TEST: begin
        NbarT = 1'b1;               
        if (cout)
          next_state = S_RESET;
      end
    endcase
  end
  always_ff @(posedge clk) begin
    if (rst)
      state <= S_RESET;
    else
      state <= next_state;
  end
endmodule
module counter #(
    parameter int length = 10  
) (
    input  logic [length-1:0] d_in,   
    input  logic              clk,    
    input  logic              ld,     
    input  logic              u_d,    
    input  logic              cen,    
    output logic [length-1:0] q,      
    output logic              cout    
);
    always_ff @(posedge clk) begin
        if (cen) begin
            if (ld) begin
                q <= d_in;
                cout <= 0;
            end else if (u_d) begin   
                if (q == {length{1'b1}}) begin
                    q <= '0;         
                    cout <= 1;       
                end else begin
                    q <= q + 1;
                    cout <= 0;
                end
            end else begin   
                if (q == 0) begin
                    q <= {length{1'b1}};   
                    cout <= 1;            
                end else begin
                    q <= q - 1;
                    cout <= 0;
                end
            end
        end
    end
endmodule
module decoder (
    input  logic [2:0] q,      
    output logic [7:0] data_t  
);
    always_comb begin
        case (q)
            3'b000: data_t = 8'b1010_1010;   
            3'b001: data_t = 8'b0101_0101;   
            3'b010: data_t = 8'b1111_0000;   
            3'b011: data_t = 8'b0000_1111;   
            3'b100: data_t = 8'b0000_0000;   
            3'b101: data_t = 8'b1111_1111;   
            default: data_t = 'bx;           
        endcase
    end
endmodule
module multiplexer #(
    parameter int WIDTH = 6 
) (
    input  logic [WIDTH-1:0] normal_in,  
    input  logic [WIDTH-1:0] bist_in,    
    input  logic             NbarT,      
    output logic [WIDTH-1:0] out         
);
    assign out = (NbarT) ? bist_in : normal_in;
endmodule
module sram (
    input  logic [5:0]  ramaddr,  
    input  logic [7:0]  ramin,    
    input  logic        rwbar,    
    input  logic        clk,      
    input  logic        cs,       
    output logic [7:0]  ramout    
);
    logic [7:0] ram [63:0];
    logic [5:0] addr_reg;
    always_ff @(posedge clk) begin
        addr_reg <= ramaddr;
        if (cs) begin
            if (!rwbar) begin
                ram[ramaddr] <= ramin;
            end
        end
    end
    assign ramout = (cs && rwbar) ? ram[addr_reg] : 8'd0;
endmodule
[flow/run.sh]
#!/bin/bash
# OpenROAD 26Q1-2900-gdf79404cd8, Yosys 0.63+post, stock flow scripts
make -C /OpenROAD-flow-scripts/flow DESIGN_CONFIG=/design/flow/config.mk WORK_HOME=/design/flow/orfs finish
[flow/config.mk]
export PLATFORM = sky130hd
export DESIGN_NAME = bist
export DESIGN_NICKNAME = bist
export VERILOG_FILES = /design/flow/design.v
export SDC_FILE = /design/flow/constraint.sdc
export NUM_CORES = 4
export LEC_CHECK = 1
export CORE_UTILIZATION = 50
export SYNTH_HDL_FRONTEND = slang
[flow/constraint.sdc]
current_design bist

set clk_period 16.7
set clk_io_pct 0.2

create_clock -name clk0 -period $clk_period [get_ports {clk}]

set non_clock_inputs [all_inputs -no_clocks]
set_input_delay [expr $clk_period * $clk_io_pct] -clock clk0 $non_clock_inputs
set_output_delay [expr $clk_period * $clk_io_pct] -clock clk0 [all_outputs]
==> out/metrics.cfg <==
[cts]
post-cts-setup-buffers = 0
clkTransAtPathRegs_ns = 0.06
cts-buffers-inserted = 52
max-clock-path-buffers = 3
cts_tree = done
cts_root_buf = sky130_fd_sc_hd__clkbuf_16
cts_max_level = 2
ctsResizeCount = 0
postCtsHoldBufs = 0
cts.sink_count = 530
clk_latency_ns = 0.60

[worst_setup_path]
crit_start = rwbarin
required_ns = 13.36
critical_path.startpoint_type = input pin
crit_type = input pin to primary output
r2r_cells = 6
setup.worst_path.end = dataout[4]
worstReg2RegEnd = u_sram.ram[34][0]
cp.arrival_ns = 5.94
path_max_fanout = 6
worst_setup_path_end_kind = primary output
rr_startpoint = u_ctrl.state
setup.reg_to_reg.worst_slack_ns = 13.60

[global_routing]
grt_first_pass_wirelength_um = 68480
grt_util_overall = 0.2556
global_route.overflow_total = 0
grt_antenna_before_repair = 0
grt_start_max_net_pins = 73
via_count_of_the_first_global_routing_pass = 10810

[place]
hpwlAfterDp_um = 27410
place.detailed.instances = 1586
dpl_cell_area_um2 = 21770
io_buffer_count = 26
place.gp.congestion = 0.8888
post-place-ws_ns = 7.440

[synthesis]
synth_largest_type_area_fraction = 0.7380
largest_area_cell = sky130_fd_sc_hd__edfxtp_1
synth.yosys.num_cells = 1038
cell_count_after_synthesis = 1038
synth.distinct_cells = 53
ys.warnings.count = 1
synth-compound-area-share = 0.02468
adder_share = 0.0006006
syn-cell-area_um2 = 20830
xor_area_frac = 0.003784
yosysChipArea_um2 = 20830
synth-seq-area-share = 0.7553
enable_flop_cells = 512
synth_area_per_cell_um2 = 20.07
flop_cell = sky130_fd_sc_hd__edfxtp_1
synth.cells.most_frequent = sky130_fd_sc_hd__edfxtp_1, sky130_fd_sc_hd__mux4_2, sky130_fd_sc_hd__nor2_1
synth-seq-cells = 530
fraction_of_synthesized_area_in_multiplexers = 0.1522
top_area_cell_types = sky130_fd_sc_hd__edfxtp_1, sky130_fd_sc_hd__mux4_2, sky130_fd_sc_hd__dfxtp_1
synth.cellmix.simpleShare = 0.04216
postSynth.asyncResetShare = 0
synth.logic.top_family = multiplexers
top_cell = sky130_fd_sc_hd__edfxtp_1

[final_timing]
fin_crit_ns = 9.283
timing.max_slew.rel_slack = 0.3911
fmax_ghz = 0.1077
final-hold-violation-count = 0
layout_worst_path_cycle_share = 0.5559
hold_slack_ns = 0.4924
clock-skew-final_ns = 0.02338
setup_viol = 0
grt_setup_unrepaired = false
final.setup.worst_slack_ns = 7.417
finalMaxSlewViolations = 0
tightestPinTransition_ns = 0.9100
tns_ns = 0

[detailed_routing]
remaining_drc_errors = 0
detail-route-antenna-nets = 0
routed_length_per_placed_instance_um = 27.23
n_antenna_cell = 0
drt-vias-per-instance = 5.993
detailedRoute.firstPassIterationCount = 5
drt_wl_total_um = 45750
vias = 10070
detail_route.iter0.violations = 665

[hold_path]
worstHoldPathType = flip-flop to flip-flop

[power_and_ir_drop]
power_density_nw_per_um2 = 118.9
power.share.combinational = 0.079
power.switching_mw = 0.6166
irDropWorstVdd_mv = 0.08976
pwr-share-seq = 0.542
internal_power_of_the_cells_mw = 2.149
power.leakage_nw = 7.272
total_power_consumption_mw = 2.766
power.share.clock = 0.379
power_switching_share = 0.2229

[layout]
fill_cells = 3067
post_route_cells_drive_above_1_share = 0.2038
areaGrowthSynthToFinish_pct = 11.69
stdcell_area_um2 = 23270
finalCoreUtilization = 0.5685
final_cells = 1680

[run]
cap_viol_max_count = 0
warnings = 26

[floorplanning]
dieHeight_um = 206.1
die_width_um = 206.1
core_region_um2 = 40920
rows = 74
design.portCount = 29
die-area_um2 = 42490
core_util_floorplan = 0.5090

[run_status]
outcome = finished clean

-- layout by cell type, fill, tap and decap left out, types with 4 or more instances in the layout --
cell | Yosys | layout
sky130_fd_sc_hd__o221ai_1 | 6 | 6
sky130_fd_sc_hd__clkdlybuf4s50_1 | 0 | 26
sky130_fd_sc_hd__clkbuf_1 | 10 | 23
sky130_fd_sc_hd__a21oi_1 | 8 | 8
sky130_fd_sc_hd__dfxtp_1 | 18 | 15
sky130_fd_sc_hd__inv_1 | 18 | 18
sky130_fd_sc_hd__o21ai_4 | 0 | 6
sky130_fd_sc_hd__nor2b_1 | 4 | 4
sky130_fd_sc_hd__nor2_1 | 95 | 95
sky130_fd_sc_hd__mux2i_1 | 25 | 25
sky130_fd_sc_hd__edfxtp_1 | 512 | 512
sky130_fd_sc_hd__o21ai_0 | 12 | 6
sky130_fd_sc_hd__buf_4 | 7 | 38
sky130_fd_sc_hd__clkbuf_16 | 0 | 52
sky130_fd_sc_hd__o22ai_1 | 16 | 16
sky130_fd_sc_hd__nand2b_1 | 6 | 6
sky130_fd_sc_hd__clkinv_1 | 0 | 10
sky130_fd_sc_hd__xnor2_1 | 8 | 8
sky130_fd_sc_hd__clkinv_2 | 0 | 6
sky130_fd_sc_hd__or3_1 | 10 | 10
sky130_fd_sc_hd__and3_1 | 4 | 4
sky130_fd_sc_hd__mux4_2 | 117 | 117
sky130_fd_sc_hd__a31oi_1 | 5 | 5
sky130_fd_sc_hd__nand3_1 | 20 | 20
sky130_fd_sc_hd__nand2_1 | 51 | 51
sky130_fd_sc_hd__mux4_1 | 10 | 10
-- sequential cells by signal, summed over array words and instances (netlist names), named ones only --
register and count:
u_sram.ram 512, u_ctr.cout 1, u_ctr.q 10, u_ctrl.state 1
-- cells by family (layout without fill, tap and decap cells) --
family	Yosys count	in the layout
muxes	154	154
adders and majority gates	1	1
DFF	530	530
AOI/OAI and AO/OA	75	75
and+or+nand+nor	201	201
other	1	1
xor gates and xnor gates	9	9
buffers and inverters	67	177
-- how the worst min path moves through the flow --
stage             to       start  slack (ns)  cells past startpoint
4_1_cts   u_ctr.q[0]  u_ctr.q[0]        0.49                      1
5_1_grt   u_ctr.q[0]  u_ctr.q[0]        0.51                      1
6_report  u_ctr.q[0]  u_ctr.q[0]        0.49                      1
-- layer usage --
layer / share of wire / track usage / wire length (um)
met1: 0.37 / 0.4085 / 16930
met2: 0.47 / 0.3587 / 21660
met3: 0.13 / 0.1382 / 5851
met4: 0.027 / 0.05200 / 1223
met5: 0.0019 / 0.01548 / 85
-- cell type report --
class,count,area (um^2),area share
Clock inverter,18,92.59,0.003979
Sequential cell,530,15750,0.6768
Timing Repair Buffer,65,565.5,0.02431
Tap cell,532,665.6,0.02861
Inverter,18,67.56,0.002904
Multi-Input combinational cell,441,4728,0.2032
Clock buffer,76,1401,0.06023
-- critical path: stages --
cell and delay (ns):
sky130_fd_sc_hd__clkdlybuf4s50_1 0.47, sky130_fd_sc_hd__nand3b_1 0.20, sky130_fd_sc_hd__a21bo_2 0.32, sky130_fd_sc_hd__or3_1 0.39, sky130_fd_sc_hd__a221oi_1 0.53, sky130_fd_sc_hd__a41o_1 0.21
sky130_fd_sc_hd__clkdlybuf4s50_1 0.48
-- power by group through the flow --
| stage | logic, mW | clock network, mW | registers, mW |
|---|---|---|---|
| CTS | 0.223 | 1.07 | 1.50 |
| global route | 0.237 | 1.12 | 1.50 |
| finish | 0.219 | 1.05 | 1.50 |
Power is estimated from default activity; no workload was simulated.
